[/design/flow/design.v]
`timescale 1ns/1ps
package RISCV_pkg;
typedef logic [31:0] word_t;   
typedef logic [4:0] reg_t;   
typedef enum logic [1:0] {
        PC_4 = 2'b00,       
        PC_B = 2'b01,       
        PC_J = 2'b10        
}pc_src_t;
typedef enum logic [6:0] {
		R_Type = 7'b0110011,
  		I_Type = 7'b0010011,
        LW     = 7'b0000011,
  		SW     = 7'b0100011,
  		BEQ    = 7'b1100011,
  		J      = 7'b1101111
}opcode_t;
typedef enum logic [2:0] {
  		AND = 3'b000,
  		OR  = 3'b001,
  		XOR = 3'b010,
  		SUB = 3'b110,
  		ADD = 3'b111
}alu_ctrl_t;
endpackage
`timescale 1ns/1ps
import RISCV_pkg::*;
module Forward_Unit(
  input logic ALU_Src_3,
  input logic [4:0] RS1_3,
  input logic [4:0] RS2_3,
  input logic [4:0] RD_4,
  input logic [4:0] RD_5,
  output logic [1:0] Sel_A,
  output logic [1:0] Sel_B  
);
  always_comb begin
    if (RS1_3 == RD_4 && RD_4 != 5'd0)
      Sel_A = 2'b01;
    else if (RS1_3 == RD_5 && RD_5 != 5'd0)
      Sel_A = 2'b10;
    else 
      Sel_A = 2'b00;
  end
  always_comb begin
    if (RS2_3 == RD_4 && RD_4 != 5'd0)
      Sel_B = 2'b01;
    else if (RS2_3 == RD_5 && RD_5 != 5'd0)
      Sel_B = 2'b10;
    else if (ALU_Src_3)
      Sel_B = 2'b11;
    else 
      Sel_B = 2'b00;
  end
endmodule
[/design/flow/run.sh]
#!/bin/bash
# OpenROAD 26Q1-2900-gdf79404cd8, Yosys 0.63+post, stock flow scripts
make -C /OpenROAD-flow-scripts/flow DESIGN_CONFIG=/design/flow/config.mk WORK_HOME=/design/flow/orfs finish
[/design/flow/config.mk]
export PLATFORM = sky130hd
export DESIGN_NAME = Forward_Unit
export DESIGN_NICKNAME = Forward_Unit
export VERILOG_FILES = /design/flow/design.v
export SDC_FILE = /design/flow/constraint.sdc
export NUM_CORES = 4
export LEC_CHECK = 1
export CORE_AREA = 10 10 70 70
export DIE_AREA = 0 0 80 80
[/design/flow/constraint.sdc]
current_design Forward_Unit

set clk_period 1.9
set clk_io_pct 0.2

create_clock -name clk0 -period $clk_period

set non_clock_inputs [all_inputs -no_clocks]
set_input_delay [expr $clk_period * $clk_io_pct] -clock clk0 $non_clock_inputs
set_output_delay [expr $clk_period * $clk_io_pct] -clock clk0 [all_outputs]
==> metrics.sh <==
MIN_PERIOD_NS=2.05
NFLOPSANDLATCHES=0
SYNTH_CELLS=35
FINAL_WORST_SETUP_SLACK_NS=-0.147
DETAIL_ROUTE.DRC_VIOLATIONS=0
MAX-SLEW-MARGIN-REL_PCT=84.0
DIE_AREA_UM2=6400
GRT_FIRST_PASS_WIRELENGTH_MM=2.28
TOTAL_CELL_AREA_REPORTED_BY_YOSYS_AFTER_SYNTHESIS_UM2=290
YOSYSTOPAREACELLSHARE_PCT=33.2
HOLD_PATH_CLASS='in -> out'
DETAILROUTE.VIA_COUNT=422
TOTAL_LEAKAGE_POWER_nW=0.392
GRT_SETUP_UNREPAIRED='true'
DRT_WL_CELL_UM=10.8
FINISH.INSTANCE_AREA_UM2=886
SYNTH.TOP_CELLS.BY_AREA='sky130_fd_sc_hd__xnor2_1, sky130_fd_sc_hd__xor2_1, sky130_fd_sc_hd__nor4_2'
TOTALWIRELENGTH_MM=1.38
PLACEMENT_ROWS=21
SYN_TO_FINAL_GROWTH_PCT=205
AVG_INST_SIZE_SYNTH_UM2=8.29
INITIAL_ANTENNA_VIOLATION_COUNT=0
CORE_AREA_UM2=3420
WORST-ENDPOINT-REQUIRED_NS=1.52
IR_WORST_VDD_mV=0.0447
DPL-INSTANCE-AREA_UM2=733
YS_SEQ_SHARE_PCT=0
REGISTER_AREA_UM2=0
DETAILEDPLACEMENTHPWL_MM=1.18
CRITPATHCAPTURETYPE='primary output'
FINALPOWER_mW=0.182
GRT_START_MAX_NET_PINS=4
MAX_FREQ_MHz=488
SETUP_SLACK_AFTER_PLACEMENT_NS=-0.793
SYNTH-CELLS-YOSYS=35
CRITICAL_PATH_ARRIVAL_NS=1.67
FLOORPLANUTILIZATION_PCT=8.50
PLACE_INST=124
NETLIST.TOP_CELL.BY_INSTANCES='sky130_fd_sc_hd__xnor2_1'
DR.FIRST_ITER.DRC_COUNT=13
DIEWIDTH_UM=80
NCLKBUFFERS=0
YOSYSWARNINGCOUNT=1
MAXIMUM_FANOUT_ENCOUNTERED_ON_THE_CRITICAL_TIMING_PATH=2
FAILING_CHECKS='setup timing'
TIMING.CRITICAL_PATH.FROM_TYPE='primary input'
SYNTHDOMINANTAREACELLTYPE='sky130_fd_sc_hd__xnor2_1'
YOSYS.CELL_TYPES.COUNT=13
ANTENNA_VIOLATING_NETS_POST_ROUTE=0
POST-ROUTE-PERIOD-UTIL_PCT=108
OVERALL_GLOBAL_ROUTING_USAGE_PCT=4.32
NUM_IO_PINS=25
CTS_HOLD_BUF=0
PORT-BUFFER-COUNT=25
ROUTABILITYCONGESTION=0.820
DRTPASS1ITERATIONS=2
ROUTED_VIA_DENSITY=3.30
GRT_OVERFLOW=0
TIMING_WORST_SLEW_PIN_VALUE_NS=0.238
CRITICALPATHCATEGORY='in -> out'
MAXCAP_VIOLATIONS=0
SLEW_VIOLATIONS=0
LAYOUTNONFILLERINSTCOUNT=128
COMMON_CELLS='sky130_fd_sc_hd__xnor2_1, sky130_fd_sc_hd__xor2_1, sky130_fd_sc_hd__nand3_1, sky130_fd_sc_hd__nor4_2, sky130_fd_sc_hd__or4_1'
LAYOUT_CELLS_SIZED_ABOVE_1_PCT=74.4
POWER.DENSITY_nW_PER_UM2=206
DIODES=0
SYNTHESIS.AREA_UM2=290
OUTCOME='finished with violations'
STAGE_LOG_WARNINGS=34
DIE-HEIGHT_UM=80
NUMBER_OF_GLOBAL_ROUTE_VIAS_BEFORE_REPAIR=485
HOLD_VIOL_FINAL=0
SETUP_VIOLATIONS=3
==> per-stage QoR <==
step	hold slack [ns]	util (%)	TNS (ns)
after CTS	1.28	24.9	-0.349
after global placement	1.72	21.5	-2.79
after global routing	1.32	25.9	-0.409
final	1.27	25.9	-0.224
after detailed placement	1.72	21.5	-2.79
after floorplan	0.825	-	0
==> per-layer routing <==
metal / track usage, % / up-vias / wire, µm
met5: 0 / - / 0
met4: 0 / 0 / 0
met3: 1.25 / 0 / 113
met2: 8.03 / 9 / 751
met1: 5.02 / 192 / 513
li1: - / 221 / -
==> cells in the final DEF, fill, tap and decap left out <==
cell                               n
sky130_fd_sc_hd__nand3_2           3
sky130_fd_sc_hd__buf_2             5
sky130_fd_sc_hd__nor4_4            2
sky130_fd_sc_hd__inv_1             1
sky130_fd_sc_hd__nor4_2            1
sky130_fd_sc_hd__xnor2_1           1
sky130_fd_sc_hd__xnor2_2          10
sky130_fd_sc_hd__dlygate4sd2_1     6
sky130_fd_sc_hd__or4_4             3
sky130_fd_sc_hd__clkbuf_2          4
sky130_fd_sc_hd__o32ai_2           1
sky130_fd_sc_hd__buf_4            17
sky130_fd_sc_hd__nor2_4            2
sky130_fd_sc_hd__nand2_1           1
sky130_fd_sc_hd__clkdlybuf4s50_1   1
sky130_fd_sc_hd__o32a_4            1
sky130_fd_sc_hd__clkdlybuf4s15_2   2
sky130_fd_sc_hd__clkdlybuf4s15_1   2
sky130_fd_sc_hd__xor2_1            9
sky130_fd_sc_hd__buf_6            10
==> power by group <==
| part | leakage (nW) | total, mW | internal [mW] | switching (mW) |
|---|---|---|---|---|
| Combinational | 0.392 | 0.182 | 0.110 | 0.0716 |
| Sequential | 0 | 0 | 0 | 0 |
| Clock | 0 | 0 | 0 | 0 |
==> what timing repair did <==
item | 4_1_cts | 5_1_grt
gates cloned | 0 | 0
hold endpoints to repair | 0 | 0
buffers inserted | 5 | 1
pin swaps | 17 | 11
endpoints found under the setup margin | 4 | 4
gates resized | 84 | 14
==> cell families (layout without fill, tap and decap cells) <==
logic type,count (synthesis),after routing,synth area share (%)
XOR/XNOR,20,20,60.3
AND/OR/NAND/NOR,12,12,31.5
AND-OR/OR-AND,2,2,6.90
buffers and inverters,1,48,1.29
==> worst max-delay path: stages <==
cell	delay (ns)
sky130_fd_sc_hd__buf_6	0.09
sky130_fd_sc_hd__buf_6	0.10
sky130_fd_sc_hd__xor2_1	0.15
sky130_fd_sc_hd__or4_4	0.53
sky130_fd_sc_hd__nor4_2	0.28
sky130_fd_sc_hd__buf_2	0.13
==> area by class of cell <==
class / instances / area, µm²
inverters: 1 / 3.75
repair buffers: 47 / 390
multi-input cells: 34 / 434
well taps: 46 / 57.6
fillers: 358 / 2530
==> path summary, 6_finish.rpt <==
check	startpoint	slack [ns]	cells after the start	endpoint
worst max-delay path	RD_5[2]	-0.15	6	Sel_A[1]
worst min-delay path	RD_5[1]	1.27	5	Sel_A[1]
Power figures rest on the tool's default switching activity, not on a simulated workload.
